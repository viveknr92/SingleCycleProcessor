==> design/flow/design.v <==
`timescale 1ns / 1ps
module ProgramCounter( clk, reset, PC);
parameter INST_WIDTH = 32;
    input clk;
	 input reset;
	 output reg[INST_WIDTH - 1:0] PC;
always@ (posedge clk or posedge reset)
begin
	if(reset)
		PC = 0;
	else
		PC = PC + 32'd4;
end
endmodule
==> design/flow/run.sh <==
#!/bin/bash
# OpenROAD 26Q1-2900-gdf79404cd8, Yosys 0.63+post, stock flow scripts
make -C /OpenROAD-flow-scripts/flow DESIGN_CONFIG=/design/flow/config.mk WORK_HOME=/design/flow/orfs finish
==> design/flow/config.mk <==
export PLATFORM = sky130hd
export DESIGN_NAME = ProgramCounter
export DESIGN_NICKNAME = ProgramCounter
export VERILOG_FILES = /design/flow/design.v
export SDC_FILE = /design/flow/constraint.sdc
export NUM_CORES = 4
export LEC_CHECK = 1
export CORE_UTILIZATION = 30
==> design/flow/constraint.sdc <==
current_design ProgramCounter

set clk_period 6.6
set clk_io_pct 0.2

create_clock -name clk0 -period $clk_period [get_ports {clk}]

set non_clock_inputs [all_inputs -no_clocks]
set_input_delay [expr $clk_period * $clk_io_pct] -clock clk0 $non_clock_inputs
set_output_delay [expr $clk_period * $clk_io_pct] -clock clk0 [all_outputs]
==> metrics.cfg <==
[run_status]
status=completed

[setup_path]
endpoint=PC[23]
path_delay_family=buffers and inverters
cp_num_buf_inv=1
critPathCaptureType=output port
rr_worst_depth=5
crit_path_top_delay_cell=clkdlybuf4s50_1
r2r_start=PC[2]$_DFF_PP0_
rrSetupSlack_ns=4.82
path_depth=1
critPathKind=reg -> out
setup.worst_path.start=PC[23]$_DFF_PP0_
cp.arrival_ns=1.23
cp-start-kind=flip-flop
required_ns=5.28
slowest_delay_ns=0.50
r2r_end=PC[28]$_DFF_PP0_
worstPathMaxFanout=6
crit_chain=clkdlybuf4s50_1

[sta]
skew_ns=0.006763
maxSlewHeadroom=0.6436
setup_viol=0
max_freq_mhz=391.4
tightestPinTransition_ns=0.5305
finalCriticalPeriod_ns=2.555
rsz0062_at_grt=no
maxSlewViolCount=0
fin_ws_ns=4.045
fin_crit_sh=0.3871
tns_ns=0
final_hold_viol_count=0

[clock_network]
holdBufCountCts=0
path_clk_slew_ns=0.07
clk_path_buf_depth=2
cts_setup_buffers=0
cts_root_buf=clkbuf_8
cts_tree=done
clk_latency_ns=0.28
clock-sinks=30
htreeDepth=2
cts-resized-gates=0
cts_made_buffers=5

[die]
fp_util=0.3231
dieArea_um2=4733
rows=23
ios=34
die_w_um=68.80
die-height_um=68.80
core_um2=4144

[min_path]
holdPathStages=1
hold_class=reg -> reg

[synthesis]
top_cell_area_share=0.5607
avgSynthCellArea_um2=11.64
ys_cells=115
ys_seq_frac=0.5607
ys.flops=30
ys_chip_area_um2=1339
synth_warnings=1
top_area_cell=dfrtp_1
area_leaders=dfrtp_1, xnor2_1, xor2_1
synth_cell_types=20
syn_area_um2=1339
synth_cells=115

[placed_design]
io_buffers=31
detailedPlace.worstSlack_ns=4.344
place_hpwl_mm=1.750
routabilityCongestion=0.7656

[drt]
wl_per_cell_um=12.44
wl_met2_mm=1.176
drtIter0Drc=40
antennaDiodeCount=0
drcViolationCount=0
drt_wl_total_mm=2.537
antenna_left=0
via_count=966
drt-met1-wl_mm=1.187
drt_first_pass_iters=4
top_layer_used=met4
route.met3.wl_um=136
vias_per_cell=4.735

[finish]
largest_reg_flops=30
fillerInstances=386
syn2layout_area_growth_pct=34.67
drive_above_1_share=0.1039

[global_routing]
overflow=0
grt_pass1_wl_mm=4.478
grtUsageTotal=0.1302
grt_pass1_vias=964
grt_max_degree=31
antenna_found_initial=0

[run]
warnings=25
maxCapViolCount=0

[pwr]
combinationalPowerShare=0.013
p_sw_frac=0.2144
internal-power_uw=268.5
switchingPower_uw=73.27
peakVddDrop_mv=0.1143
power_uw=341.7
leakagePower_nw=0.8078
powerDensity_nw_per_um2=189.5
p_seq_frac=0.538
p_clk_frac=0.449

==> synthesized netlist by cell type, drive strengths merged <==
cell type and count:
nand4 10, inv 3, nor4 2, nand2 10, ha 1, nand3 11, nor2 7, dfrtp 30
conb 1, nor3 3, and2 1, and3 2, xnor2 21, or2 2, buf 2, and4 2
xor2 7
==> cells in the final DEF (no fill, tap or decap) <==
| master | n |
|---|---|
| clkdlybuf4s50_1 | 31 |
| dfrtp_1 | 30 |
| xnor2_1 | 21 |
| nand3_1 | 10 |
| nand2_1 | 10 |
| nand4_1 | 9 |
| nor2_1 | 7 |
| xor2_1 | 7 |
| clkbuf_8 | 6 |
| inv_1 | 3 |
| nor3_1 | 3 |
| nor4_4 | 2 |
| and3_1 | 2 |
| or2_2 | 2 |
| conb_1 | 2 |
| nand3_2 | 1 |
| nand4_2 | 1 |
| and2_1 | 1 |
| and4_1 | 1 |
| and4_2 | 1 |
| ha_1 | 1 |
| clkinv_2 | 1 |
| clkinvlp_4 | 1 |
| buf_4 | 1 |
==> power groups by stage <==
stage | sequential (mW) | clock [mW] | combinational, mW
5_1_grt | 0.184 | 0.171 | 0.00544
6_report | 0.184 | 0.153 | 0.00450
4_1_cts | 0.184 | 0.159 | 0.00487
==> layout make-up <==
cell class                 count  area, um2  share of cell area
clock inverter                 2      12.51            0.006940
multi-input combinational     81      565.5              0.3137
inverter                       3      11.26            0.006246
clock buffer                   6      82.58             0.04580
tap                           50      62.56             0.03470
sequential                    30      750.7              0.4164
timing repair buffer          32      317.8              0.1763
==> cells by family (layout without fill, tap and decap cells) <==
kind of cell             count (synthesis)  after routing  synth area share
other                                    1              2          0.002801
flip-flops                              30             30            0.5607
XOR/XNOR                                28             28            0.1832
adder cells (fa/ha/maj)                  1              1          0.009344
AND/OR/NAND/NOR                         50             50            0.2243
buffers and inverters                    5             43           0.01962
==> how the worst min path moves through the flow <==
stage	start	endpoint	slack [ns]
CTS	PC[31]$_DFF_PP0_	PC[31]$_DFF_PP0_	0.48
global route	PC[31]$_DFF_PP0_	PC[31]$_DFF_PP0_	0.50
finish	PC[31]$_DFF_PP0_	PC[31]$_DFF_PP0_	0.48
==> per-layer routing <==
metal  global-route usage  up-vias
met1               0.1940      471
met4              0.02296        0
met5                    0        -
met2               0.2022       27
li1                     -      463
met3              0.03167        5
==> per-stage QoR <==
stage | instance area (um2) | hold slack (ns) | utilization | std cells
floorplan | 1343 | 0.4246 | - | 116
detailed placement | 1708 | 0.4701 | 0.4121 | 196
global placement | 1708 | 0.4695 | 0.4121 | 196
CTS | 1803 | 0.4839 | 0.4351 | 204
global route | 1803 | 0.5045 | 0.4351 | 204
finish | 1803 | 0.4800 | 0.4351 | 204
Power figures rest on the tool's default switching activity, not on a simulated workload.
